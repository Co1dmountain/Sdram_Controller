$ cat /design/flow/run.sh
#!/bin/bash
# OpenROAD 26Q1-2900-gdf79404cd8, Yosys 0.63+post, stock flow scripts
make -C /OpenROAD-flow-scripts/flow DESIGN_CONFIG=/design/flow/config.mk WORK_HOME=/design/flow/orfs finish
$ cat /design/flow/config.mk
export PLATFORM = sky130hd
export DESIGN_NAME = sdram_top
export DESIGN_NICKNAME = sdram_top
export VERILOG_FILES = /design/flow/design.v
export SDC_FILE = /design/flow/constraint.sdc
export NUM_CORES = 4
export LEC_CHECK = 1
export CORE_UTILIZATION = 40
$ cat /design/flow/constraint.sdc
current_design sdram_top

set clk_period 3.8
set clk_io_pct 0.2

create_clock -name clk0 -period $clk_period [get_ports {sys_clk}]

set non_clock_inputs [all_inputs -no_clocks]
set_input_delay [expr $clk_period * $clk_io_pct] -clock clk0 $non_clock_inputs
set_output_delay [expr $clk_period * $clk_io_pct] -clock clk0 [all_outputs]
$ cat /design/flow/design.v
module sdram_auto_refr(
		input					sys_clk				,
		input					sys_rst_n			,
		input					refr_en				,	 
		output	reg				refr_req			,    
		output	reg				refr_end			,	 
		output		[11:0]		refr_addr			,	
		output	reg [ 3:0]		refr_cmd				 
);
	localparam 	CNT_15US	= 	'd750;
	localparam  NOP         =   4'b0111         ;
	localparam  PRE         =   4'b0010         ;
	localparam  AREF        =   4'b0001         ;
	localparam  REFR_ADDR	=	12'b0100_0000_0000;
	reg [ 2:0] cmd_cnt;   
	reg [ 9:0] cnt_15us;   
	assign refr_addr = REFR_ADDR;
	always @(posedge sys_clk or negedge sys_rst_n) begin
		if(!sys_rst_n) begin
			cnt_15us <= 'd0;
		end
		else if(cnt_15us == CNT_15US - 1'b1) begin
			cnt_15us <= 'd0;
		end
		else begin   
			cnt_15us <= cnt_15us + 1'b1;
		end
	end
	always @(posedge sys_clk or negedge sys_rst_n) begin
		if(!sys_rst_n) begin
			refr_req <= 1'b0;
		end
		else if(cnt_15us == CNT_15US - 1'b1) begin
			refr_req <= 1'b1;
		end
		else if(refr_end == 1'b1) begin
			refr_req <= 1'b0;
		end
		else begin
			refr_req <= refr_req;
		end
	end
	always @(posedge sys_clk or negedge sys_rst_n) begin
		if(!sys_rst_n) begin
			refr_end <= 1'b0;
		end
		else if(cmd_cnt >= 'd4) begin
			refr_end <= 1'b1;
		end
		else if(!refr_en) begin
			refr_end <= 1'b0;
		end
	end
	always @(posedge sys_clk or negedge sys_rst_n) begin
		if(!sys_rst_n) begin
			cmd_cnt <= 'd0;
		end
		else if(refr_en) begin
			if(cmd_cnt == 3'd4) begin
				cmd_cnt <= 'd0;
			end
			else begin
				cmd_cnt <= cmd_cnt + 1'b1;
			end
		end
		else begin
			cmd_cnt <= 'd0;
		end
	end
	always @(posedge sys_clk or negedge sys_rst_n) begin
		if(!sys_rst_n) begin
			refr_cmd <= NOP;
		end
		else if(refr_en) begin
			case(cmd_cnt) 
				1 : refr_cmd <= PRE;
				4 : refr_cmd <= AREF;      
				default : refr_cmd <= NOP;
			endcase
		end
	end
endmodule
module sdram_init(
		input				sys_clk				,
		input				sys_rst_n			,
		output	reg [ 3:0]	cmd_reg				,
		output		[11:0]	sdram_addr			,
		output 				flag_init_end
);
	localparam				DELAY_200US = 10000		;
	localparam				NOP			= 4'b0111	;
	localparam				PRECHARGE	= 4'b0010	;
	localparam				AUTO_REFRESH= 4'b0001	;
	localparam				MODE_SET	= 4'b0000	;
	reg		[13:0]			cnt_200us				;
	wire					flag_200us				;
	reg		[ 3:0]			cnt_cmd					;
	always @(posedge sys_clk or negedge sys_rst_n) begin
		if(!sys_rst_n) begin
			cnt_200us <= 'd0;
		end
		else if(flag_200us == 1'b0) begin
			cnt_200us <= cnt_200us + 1'b1;
		end
	end
	assign flag_200us = (cnt_200us >= DELAY_200US) ? 1'b1 : 1'b0;
	always @(posedge sys_clk or negedge sys_rst_n) begin
		if(!sys_rst_n) begin
			cnt_cmd	<= 'd0;
		end
		else if(flag_200us == 1'b1 && flag_init_end == 1'b0) begin
			cnt_cmd	<= cnt_cmd + 1'b1;
		end
	end
	always @(posedge sys_clk or negedge sys_rst_n) begin
		if(!sys_rst_n) begin
			cmd_reg <= NOP;
		end
		else if(flag_200us == 1'b1) begin
			case(cnt_cmd)  
				0 : cmd_reg <= PRECHARGE;
				1 : cmd_reg <= AUTO_REFRESH;
				5 : cmd_reg <= AUTO_REFRESH;
				9 : cmd_reg <= MODE_SET;
				default : cmd_reg <= NOP;
			endcase
		end
	end
	assign sdram_addr = cmd_reg == MODE_SET ? 12'b00_0_00_011_0010 : 12'b0100_0000_0000;
	assign flag_init_end = cnt_cmd >= 'd10 ? 1'b1 : 1'b0;
endmodule
module sdram_top(
		input sys_clk,
		input sys_rst_n,
		input write_trig,
		output		  sdram_clk,
		output 		  sdram_cke,
		output reg    sdram_cs_n,
		output reg    sdram_cas_n,
		output reg    sdram_ras_n,
		output reg    sdram_we_n,
		output [ 1:0] sdram_bank,
		output reg [11:0] sdram_addr,
		output [ 1:0] sdram_dqm,
		inout  [15:0] sdram_dq
);
	localparam  CMD_NOP         =   4'b0111         ;
	localparam  CMD_PRE         =   4'b0010         ;
	localparam  CMD_AREF        =   4'b0001         ;
	wire 		flag_init_end;
	wire [ 3:0] init_cmd;
	wire [11:0] init_addr;
	reg			refr_en;
	wire		refr_req;	
	wire		refr_end;	
	wire [11:0]	refr_addr;	
	wire [ 3:0]	refr_cmd;	
	reg			write_en;
	wire		byte_end;
	wire		write_req;
	wire		write_end;
	wire [ 3:0] write_cmd;
	wire [11:0]	write_addr;	
	wire [ 1:0] write_bank_addr;
	wire [15:0] write_data;
	wire read_en;
	localparam  IDLE			= 5'b00001;
	localparam  ARBIT			= 5'b00010;
	localparam  AREFRE			= 5'b00100;
	localparam  WRITE			= 5'b01000;
	localparam  READ			= 5'b10000;
	reg  [4:0]	c_state;
	assign sdram_dqm  = 2'b00;
	assign sdram_cke  = 1'b1;
	assign sdram_bank = (c_state == WRITE) ? write_bank_addr : 2'b00;
	assign sdram_clk  = ~sys_clk;
	assign sdram_dq   = (c_state == WRITE) ? write_data : {16{1'bz}};
	always @(posedge sys_clk or negedge sys_rst_n) begin
		if(!sys_rst_n) begin
			c_state <= IDLE;
		end
		else begin
			case(c_state)
				IDLE : begin
					if(flag_init_end) begin
						c_state <= ARBIT;
					end
					else begin
						c_state <= IDLE;
					end
				end
				ARBIT : begin
					if(refr_en) begin   
						c_state <= AREFRE;
					end
					else if(!refr_en && write_en) begin   
						c_state <= WRITE;
					end
					else begin
						c_state <= ARBIT;
					end
				end
				AREFRE : begin
					if(refr_end) begin
						c_state <= ARBIT;
					end
					else begin
						c_state <= AREFRE;
					end
				end
				WRITE : begin   
					if(write_en) begin
						c_state <= WRITE;
					end
					else if(refr_req && byte_end) begin   
						c_state <= ARBIT;
					end
					else if(!refr_en && !write_en) begin
						c_state <= ARBIT;
					end
					else begin
						c_state <= ARBIT;
					end
				end
			endcase
		end
	end
	always @(*) begin
		case(c_state)
			IDLE : begin
				sdram_addr = init_addr;
				{sdram_cs_n, sdram_ras_n, sdram_cas_n, sdram_we_n} = init_cmd;
			end
			AREFRE : begin
				sdram_addr = refr_addr;
				{sdram_cs_n, sdram_ras_n, sdram_cas_n, sdram_we_n} = refr_cmd;
			end
			WRITE : begin
				sdram_addr = write_addr;
				{sdram_cs_n, sdram_ras_n, sdram_cas_n, sdram_we_n} = write_cmd;
			end
			default : begin
				sdram_addr      =      12'd0;
				{sdram_cs_n, sdram_ras_n, sdram_cas_n, sdram_we_n} = CMD_NOP;
			end
		endcase
	end
	always @(posedge sys_clk or negedge sys_rst_n) begin
		if(!sys_rst_n) begin
			refr_en <= 1'b0;
		end
		else if(c_state == ARBIT && refr_req) begin   
			refr_en <= 1'b1;
		end
		else if(refr_end == 1'b1) begin
			refr_en <= 1'b0;
		end
		else begin
			refr_en <= refr_en;
		end
	end
	always @(posedge sys_clk or negedge sys_rst_n) begin
		if(!sys_rst_n) begin
			write_en <= 1'b0;
		end
		else if(c_state == ARBIT && write_req) begin
			write_en <= 1'b1;
		end
		else if(write_end || byte_end) begin  
			write_en <= 1'b0;
		end	
		else begin
			write_en <= write_en;
		end
	end
	sdram_init U_sdram_init(
		.sys_clk			(sys_clk			),
		.sys_rst_n			(sys_rst_n			),          
		.cmd_reg			(init_cmd			),
		.sdram_addr			(init_addr			),
		.flag_init_end      (flag_init_end		)
	);
	sdram_auto_refr U_sdram_auto_refr(
		.sys_clk			(sys_clk			),
		.sys_rst_n			(sys_rst_n			),
		.refr_en			(refr_en			),	
		.refr_req			(refr_req			),   
		.refr_end			(refr_end			),	
		.refr_addr			(refr_addr			),	
	    .refr_cmd			(refr_cmd			)	
	);
	sdram_write U_sdram_write(
		.sys_clk			(sys_clk			),
		.sys_rst_n			(sys_rst_n			),
		.write_trig			(write_trig			),
		.byte_end			(byte_end			),
		.write_en			(write_en			),
		.refresh_req		(refr_req			),
		.write_req			(write_req			),
		.write_end			(write_end			),
		.write_cmd			(write_cmd			),
		.write_addr			(write_addr			),
		.bank_addr			(write_bank_addr	),
		.write_data			(write_data			)	
	);
endmodule
module sdram_write(
		input 				sys_clk					,
		input				sys_rst_n				,
		input               write_trig			    ,
		input				write_en				,
		input				refresh_req				,   
		output	reg			byte_end				,
		output				write_req				,
		output				write_end				,
		output	reg	[ 3:0]	write_cmd				,
		output	reg	[11:0]	write_addr				,
		output	wire[ 1:0]	bank_addr				,
		output	reg	[15:0]	write_data				
);
	localparam  S_IDLE      =   5'b0_0001       ;
	localparam  S_REQ       =   5'b0_0010       ;
	localparam  S_ACT       =   5'b0_0100       ;
	localparam  S_WR        =   5'b0_1000       ;
	localparam  S_PRE       =   5'b1_0000       ;
	localparam  CMD_NOP     =   4'b0111         ;
	localparam  CMD_PRE     =   4'b0010         ;
	localparam  CMD_AREF    =   4'b0001         ;
	localparam  CMD_ACT     =   4'b0011         ;
	localparam  CMD_WR      =   4'b0100         ;
	reg  flag_write;
	reg  [4:0] state; 
	reg	 flag_act_end; 
	reg  flag_pre_end; 
	reg  flag_row_end; 
	reg  flag_data_end; 
	reg  [1:0] burst_cnt; 
	reg  [8:0] col_addr_cnt; 
	wire [8:0] col_addr;
    reg  [11:0] row_addr_cnt;
	wire [11:0] row_addr;
	reg  [1:0] act_cnt;
	reg  [1:0] pre_cnt;
	always @(posedge sys_clk or negedge sys_rst_n) begin
		if(!sys_rst_n) begin
			state <= S_IDLE;
			byte_end <= 1'b0;
		end
		else begin
			case(state) 
				S_IDLE : begin   
					if(write_trig) begin
						state <= S_REQ;
					end
					else begin
						state <= S_IDLE;
					end
				end
				S_REQ : begin
					if(write_en) begin
						state <= S_ACT;
					end
					else begin
						state <= S_REQ;
					end
				end
				S_ACT : begin
					if(flag_act_end) begin
						state <= S_WR;
					end
					else begin
						state <= S_ACT;
					end
				end
				S_WR : begin   
					if(refresh_req && burst_cnt == 2'd3 && flag_write) begin
						state <= S_PRE; 
						byte_end <= 1'b1;
					end
					else if(flag_row_end && !flag_data_end && flag_write) begin
						state <= S_PRE; 
					end
					else if(flag_data_end) begin
						state <= S_PRE; 
					end
				end
				S_PRE : begin
					byte_end <= 1'b0;
					if(flag_row_end && !flag_data_end) begin   
						state <= S_ACT;
					end
					else if(refresh_req) begin   
						state <= S_REQ;
					end
					else if(flag_data_end) begin   
						state <= S_IDLE;
					end
					else begin
						state <= S_PRE;
					end
				end
				default : state <= S_IDLE;
			endcase
		end
	end
	always @(posedge sys_clk or negedge sys_rst_n) begin
		if(!sys_rst_n) begin
			flag_write <= 1'b0;
		end
		else if(write_trig) begin
			flag_write <= 1'b1;
		end
		else if(flag_data_end) begin   
			flag_write <= 1'b0;
		end
	end
	always @(posedge sys_clk or negedge sys_rst_n) begin
		if(!sys_rst_n) begin
			act_cnt <= 2'd0;
		end
		else if(state == S_ACT) begin
			act_cnt <= act_cnt + 1'b1;
		end
		else begin
			act_cnt <= 2'd0;
		end
	end
	always @(posedge sys_clk or negedge sys_rst_n) begin
		if(!sys_rst_n) begin
			flag_act_end <= 1'b0;
		end
		else if(state == S_ACT && act_cnt == 2'd3) begin   
			flag_act_end <= 1'b1;
		end
		else begin
			flag_act_end <= 1'b0;
		end
	end
	always @(posedge sys_clk or negedge sys_rst_n) begin
		if(!sys_rst_n) begin
			pre_cnt <= 2'd0;
		end
		else if(state == S_ACT) begin
			pre_cnt <= pre_cnt + 1'b1;
		end
		else begin
			pre_cnt <= 2'd0;
		end
	end
	always @(posedge sys_clk or negedge sys_rst_n) begin
		if(!sys_rst_n) begin
			flag_pre_end <= 1'b0;
		end
		else if(state == S_ACT && act_cnt == 2'd3) begin   
			flag_pre_end <= 1'b1;
		end
		else begin
			flag_pre_end <= 1'b0;
		end
	end
	always @(posedge sys_clk or negedge sys_rst_n) begin
		if(!sys_rst_n) begin
			col_addr_cnt <= 'd0;
		end
		else if(col_addr_cnt == 'd508) begin
			col_addr_cnt <= 'd0;
		end
		else if(state == S_WR && burst_cnt == 2'd3 && flag_write) begin   
			col_addr_cnt <= col_addr_cnt + 'd4;
		end
		else begin
			col_addr_cnt <= col_addr_cnt;
		end
	end
	always @(posedge sys_clk or negedge sys_rst_n) begin
		if(!sys_rst_n) begin
			burst_cnt <= 'd0;
		end	
		else if(state == S_WR) begin
			if(burst_cnt == 2'd3) begin   
				burst_cnt <= 2'd0;
			end
			else begin
				burst_cnt <= burst_cnt + 1'b1;
			end
		end
		else begin
			burst_cnt <= 'd0;
		end
	end
	always @(posedge sys_clk or negedge sys_rst_n) begin
		if(!sys_rst_n) begin
			row_addr_cnt <= 'd0;
		end	
		else if(col_addr_cnt == 'd508 && !flag_data_end) begin   
			row_addr_cnt <= row_addr_cnt + 1'b1;
		end
		else begin
			row_addr_cnt <= row_addr_cnt;
		end
	end
	always @(posedge sys_clk or negedge sys_rst_n) begin
		if(!sys_rst_n) begin
			flag_row_end <= 1'b0;
		end
		else if(state == S_WR && col_addr_cnt == 'd508) begin   
			flag_row_end <= 1'b1;
		end
		else begin
			flag_pre_end <= 1'b0;
		end
	end
	always @(posedge sys_clk or negedge sys_rst_n) begin
		if(!sys_rst_n) begin
			flag_data_end <= 1'b0;
		end
		else if(row_addr_cnt == 'd1 && flag_row_end == 1'b1) begin   
			flag_data_end <= 1'b1;
		end
		else begin
			flag_data_end <= 1'b0;
		end
	end
	assign write_end = flag_data_end;
	always @(posedge sys_clk or negedge sys_rst_n) begin
		if(!sys_rst_n) begin
			write_cmd <= CMD_NOP;
		end
		else case(state)
			S_IDLE : begin
				write_cmd <= CMD_NOP;
			end
			S_REQ : begin
				write_cmd <= CMD_NOP;
			end
			S_ACT : begin
				if(act_cnt == 'd0) begin
					write_cmd <= CMD_ACT;
				end
				else begin
					write_cmd <= CMD_NOP;
				end
			end
			S_WR : begin
				if(burst_cnt == 'd0) begin
					write_cmd <= CMD_WR;
				end
				else begin
					write_cmd <= CMD_NOP;
				end
			end
			S_PRE : begin
				if(pre_cnt == 'd0) begin
					write_cmd <= CMD_PRE;
				end
				else begin
					write_cmd <= CMD_NOP;
				end
			end
			default : write_cmd <= CMD_NOP;
		endcase
	end
	always @(*) begin
		case(burst_cnt)
			0:		write_data	<=		'd3;
			1:		write_data	<=		'd5;
			2:		write_data	<=		'd7;
			3:		write_data	<=		'd9;
		endcase
	end
	assign col_addr = col_addr_cnt;
	assign row_addr = row_addr_cnt;
	assign write_req			=		state[1];
	assign bank_addr = 2'b00;
	always @(*) begin  
		case(state)
			S_ACT:
					if(act_cnt == 'd0)
						write_addr	<=	row_addr;
			S_WR:	write_addr	<=	{3'b000,col_addr};
			S_PRE:	
					if(pre_cnt == 'd0)
						write_addr	<=	{12'b0100_0000_0000};
		endcase
	end
endmodule
==> flow_metrics.tcl <==
# metrics dict for downstream scripts
set metrics [dict create \
    portBuffers 18 \
    netlist_area_um2 4532 \
    top_cell_area_share_pct 39.76 \
    place_ws_ps 677.4 \
    htree_levels 3 \
    most_common_cell "dfrtp_1" \
    post-dp-hpwl_um 5603 \
    gp_congestion 0.8139 \
    area_leaders "dfrtp_1 40%, dfstp_2 6.4%, ha_1 6.1%" \
    top_area_cell "dfrtp_1" \
    yosys_warnings 5 \
    stop_stage "clock tree synthesis" \
    cts_setup_buffers 0 \
    synth_area_per_cell_um2 10.14 \
    hold_buffers 0 \
    root_buffer "clkbuf_16" \
    yosys_area_um2 4532 \
    rows 38 \
    syn_inst 447 \
    cts_inserted_buffers 9 \
    die_width_um 108.4 \
    synthTopCellsByCount "72 x dfrtp_1, 41 x nor2_1, 34 x nand2_1" \
    synth-async-reset-ratio_pct 87.37 \
    initial_core_util_pct 41.44 \
    untimed_endpoints 12 \
    flop_cell "dfrtp_1" \
    status "aborted with a tool error" \
    ios 41 \
    dp.cells 593 \
    cts_resized 0 \
    cts.path.max_buffers 2 \
    die_y_um 108.4 \
    unclocked_pins 12 \
    ys.flops 95 \
    tool.error "[error] [KeplerFormal.cpp:679] Workflow failed: Iso has multiple drivers: .sdram_dq2, _660_.SUM0" \
    synth-edff-count 0 \
    dpl_cell_area_um2 4755 \
    synth_cell_types 53 \
    synth_stat.cells 447 \
]
[per-stage QoR]
stage | util [%] | hold slack, ps
global placement | 43.48 | 414.6
floorplan | - | 403.2
detailed placement | 43.48 | 413.4
[cells by family after synthesis]
logic type | synth area share (%)
buffers and inverters | 6.681
and+or+nand+nor | 19.63
other | 0.1657
AOI/OAI and AO/OA | 10.11
adders and majority gates | 6.074
xor gates and xnor gates | 6.571
DFF | 46.13
muxes | 0.6626
latches | 3.976
