`./config.mk`:
```
export PLATFORM = sky130hd
export DESIGN_NAME = uart_top
export DESIGN_NICKNAME = uart_top
export VERILOG_FILES = /design/flow/design.v
export SDC_FILE = /design/flow/constraint.sdc
export NUM_CORES = 4
export LEC_CHECK = 1
export CORE_UTILIZATION = 30
```
`./constraint.sdc`:
```
current_design uart_top

set clk_period 3.0
set clk_io_pct 0.2

create_clock -name clk0 -period $clk_period [get_ports {sys_clk}]

set non_clock_inputs [all_inputs -no_clocks]
set_input_delay [expr $clk_period * $clk_io_pct] -clock clk0 $non_clock_inputs
set_output_delay [expr $clk_period * $clk_io_pct] -clock clk0 [all_outputs]
```
`./design.v`:
```
module uart_rx(
		input				sclk		,
		input				s_rst_n		,
		input				rs232_rx	,
		output	reg			po_flag		,
		output	reg [7:0]	po_data	
);
	localparam			BAUD_END		= 5208			;
	localparam			BAUD_M			= BAUD_END/2-1	;
	localparam			BIT_END			= 9				;
	reg					rx_r1							;
	reg					rx_r2							;
	reg					rx_r3							;
	reg					work_en							;
	reg					rx_flag							;	 
	reg					bit_flag						;	 
	reg		[12:0]		baud_cnt						;
	reg		[ 3:0]		bit_cnt							;
	reg		[ 7:0]		rx_data							;
	wire				rx_neg							;
	assign rx_neg = ~rx_r2 & rx_r3;
	always @(posedge sclk or negedge s_rst_n) begin
		if(!s_rst_n) begin
			rx_r1			<= 1'b0		;
			rx_r2			<= 1'b0		;
			rx_r3			<= 1'b0		;
		end
		else begin
			rx_r1			<= rs232_rx	;
			rx_r2			<= rx_r1	;
			rx_r3			<= rx_r2	;			
		end
	end
	always @(posedge sclk or negedge s_rst_n) begin
		if(!s_rst_n) begin
			work_en			<= 1'b0		;
		end
		else if(rx_neg) begin
			work_en			<= 1'b1		;	
		end
		else if(rx_flag == 1'b1) begin   
			work_en			<= 1'b0		;
		end
	end
	always @(posedge sclk or negedge s_rst_n) begin
		if(!s_rst_n) begin
			baud_cnt		<= 13'd0		;
		end
		else if(work_en) begin
			if(baud_cnt == BAUD_END - 1) begin
				baud_cnt	<= 13'd0		;
			end
			else begin
				baud_cnt	<= baud_cnt + 1'b1;
			end
		end
		else begin  
			baud_cnt		<= 13'd0		;
		end
	end
	always @(posedge sclk or negedge s_rst_n) begin
		if(!s_rst_n) begin
			bit_cnt			<= 4'd0		;
		end
		else if(work_en) begin
			if(bit_cnt == BIT_END - 1 && bit_flag == 1'b1) begin
				bit_cnt		<= 4'd0		;
			end
			else if(bit_flag == 1'b1)begin
				bit_cnt		<= bit_cnt + 1'b1;
			end
		end
		else begin  
			bit_cnt			<= 4'd0		;
		end
	end
	always @(posedge sclk or negedge s_rst_n) begin
		if(!s_rst_n) begin
			bit_flag		<= 1'b0		;
		end
		else if(baud_cnt == BAUD_END/2-1) begin
			bit_flag		<= 1'b1		;	
		end
		else begin
			bit_flag		<= 1'b0		;
		end
	end
	always @(posedge sclk or negedge s_rst_n) begin
		if(!s_rst_n) begin
			rx_flag			<= 1'b0		;
		end
		else if(bit_cnt == BIT_END-1 && bit_flag == 1'b1) begin
			rx_flag			<= 1'b1		;	
		end
		else begin
			rx_flag			<= 1'b0		;
		end
	end
	always @(posedge sclk or negedge s_rst_n) begin
		if(!s_rst_n) begin
			rx_data			<= 8'd0			;
		end
		else if((bit_cnt >= 4'd1) && (bit_flag == 1'b1)) begin   
			rx_data			<= {rx_r3, rx_data[7:1]}		;	
		end
		else begin
			rx_data			<= rx_data		;
		end
	end
	always @(posedge sclk or negedge s_rst_n) begin
		if(!s_rst_n) begin
			po_flag			<= 1'b0			;
		end
		else begin
			po_flag			<= rx_flag		;
		end
	end
	always @(posedge sclk or negedge s_rst_n) begin
		if(!s_rst_n) begin
			po_data			<= 7'd0			;
		end
		else if(rx_flag) begin
			po_data			<= rx_data		;
		end
	end
endmodule
module uart_top(
	input		sys_clk			,
	input		rs232_rx		,
	output		rs232_tx		
);
	wire		[7:0]		po_data		;
	wire					tx_flag		;
	reg			[15:0]		rst_cnt = 0	;
	reg						sys_rst_n_reg	;
	wire					sys_rst_n	;
	always @(posedge sys_clk) begin
		if(rst_cnt == 16'd1000) begin
			rst_cnt <= 16'd2000		;
		end
		else if(rst_cnt < 16'd1000) begin
			rst_cnt <= rst_cnt + 1		;
		end
		else begin
			rst_cnt <= rst_cnt			;
		end
	end
	always @(posedge sys_clk) begin
		if(rst_cnt == 16'd2000) begin
			sys_rst_n_reg 	<= 1'b1;
		end
		else begin
			sys_rst_n_reg 	<= 1'b0;
		end
	end
	assign sys_rst_n = sys_rst_n_reg;
	uart_rx		U_uart_rx(
			.sclk			(sys_clk)		,
			.s_rst_n		(sys_rst_n)		,
			.rs232_rx		(rs232_rx)		,
			.po_data		(po_data)		,
			.po_flag		(tx_flag)
	);
 	uart_tx		U_uart_tx(
			.sclk			(sys_clk)		,
			.s_rst_n		(sys_rst_n)		,
			.tx_flag		(tx_flag)		,
			.tx_data		(po_data)		,
			.rs232_tx		(rs232_tx)		
	); 
endmodule
module uart_tx(
		input					sclk				,
		input					s_rst_n				,
		input					tx_flag				,
		output	reg				rs232_tx			,
		input			[7:0]	tx_data				
);
	localparam		BAUD_END		= 5208;
	localparam		BAUD_MID		= BAUD_END / 2 - 1;
	localparam		BIT_END			= 10;
	reg 			work_en		;
	reg 			bit_flag	;
	reg	[12:0] 		baud_cnt	;
	reg [3:0]  		bit_cnt		;
	always @(posedge sclk or negedge s_rst_n) begin
		if(!s_rst_n) begin
			work_en <= 1'b0;
		end
		else if(tx_flag == 1'b1) begin
			work_en <= 1'b1;
		end
		else if(bit_cnt == 4'd9 && bit_flag == 1'b1) begin   
			work_en <= 1'b0;
		end
	end
	always @(posedge sclk or negedge s_rst_n) begin
		if(!s_rst_n) begin
			baud_cnt <= 13'd0;
		end
		else if(work_en) begin
			if(baud_cnt == BAUD_END - 1'b1) begin
				baud_cnt <= 13'd0;
			end
			else begin
				baud_cnt <= baud_cnt + 1'b1;
			end
		end
		else begin
			baud_cnt <= 13'd0;
		end
	end
	always @(posedge sclk or negedge s_rst_n) begin
		if(!s_rst_n) begin
			bit_flag <= 1'b0;
		end
		else if(baud_cnt == 13'd1 && work_en == 1'b1) begin   
			bit_flag <= 1'b1;
		end
		else begin
			bit_flag <= 1'b0;
		end
	end
	always @(posedge sclk or negedge s_rst_n) begin
		if(!s_rst_n) begin
			bit_cnt <= 4'd0;
		end
		else if(work_en) begin
			if(bit_cnt == BIT_END - 1'b1 && bit_flag == 1'b1) begin
				bit_cnt <= 4'd0;
			end
			else if(bit_flag == 1'b1) begin  
				bit_cnt <= bit_cnt + 1'b1;
			end
		end
		else begin
			bit_cnt <= 4'd0;
		end
	end
	always @(posedge sclk or negedge s_rst_n) begin
		if(!s_rst_n) begin
			rs232_tx <= 1'b0;
		end
		else if (bit_flag == 1'b1)begin   
			case(bit_cnt)
				'd0 : rs232_tx <= 1'b0;   
				'd1 : rs232_tx <= tx_data[0];
				'd2 : rs232_tx <= tx_data[1];
				'd3 : rs232_tx <= tx_data[2];
				'd4 : rs232_tx <= tx_data[3];
				'd5 : rs232_tx <= tx_data[4];
				'd6 : rs232_tx <= tx_data[5];
				'd7 : rs232_tx <= tx_data[6];
				'd8 : rs232_tx <= tx_data[7];
				'd9 : rs232_tx <= 1'b1;
				default : rs232_tx <= 1'b1;
			endcase
		end
	end
endmodule 
```
`./run.sh`:
```
#!/bin/bash
# OpenROAD 26Q1-2900-gdf79404cd8, Yosys 0.63+post, stock flow scripts
make -C /OpenROAD-flow-scripts/flow DESIGN_CONFIG=/design/flow/config.mk WORK_HOME=/design/flow/orfs finish
```
==> job_summary.md <==
### Flow metrics

| Metric | Value |
|---|---|
| Outcome | finished clean |
| Cell taking the most area after synthesis | sky130_fd_sc_hd__dfrtp_1 |
| Mapped Cells | 312 |
| Biggest combinational cell group after synthesis | simple AND/OR/NAND/NOR gates |
| Number of max-cap violations | 0 |
| Vias in the first global route | roughly 2,100 |
| Layout cell share with drive strength beyond 1 | between 10% and 20% |
| Count of instantiated cells in the yosys netlist | 312 |
| Layout Area Growth over Synthesis | 13.4% |
| Synth mux share | under 10% |
| Startpoint-to-endpoint class of the critical path | flop to flop |
| Number of sinks on the clock net | 77 |
| Remaining design rule violation count | 0 |
| Site Rows | 38 |
| Count of final max-slew check failures | 0 |
| DIE HEIGHT | 109 µm |
| Setup clock skew after layout | around 4.8 ps |
| DRT Wirelength | approximately 5.4 mm |
| Minimum clock period after layout | around 2100 ps |
| Registers with the most flip-flops | rst_cnt (16), U_uart_rx.baud_cnt (13), U_uart_tx.baud_cnt (13) |
| Post-CTS Hold Buffers | 0 |
| Number of flops mapped to enable cells by yosys | 0 |
| Yosys top cell by instances | sky130_fd_sc_hd__dfrtp_1 |
| Via count | 2,230 |
| Required time reported for the critical path endpoint | roughly 3200 ps |
| Average routed wire per standard cell | approximately 12 µm |
| Critical Path Stages | 5 |
| Slew of the pin with the lowest slew margin | a little over 600 ps |
| Total overflow reported by the global router | 0 |
| Area fraction in compound gates | 5.98% |
| Number of CTS-inserted buffers | 9 |
| Chip footprint | ~12,000 µm² |
| Peak Freq | 470 MHz |
| Initial antenna violation count | 0 |
| Post-Synth Adder-Cell Area | under 10% |
| Post-CTS resize count | 0 |
| Maximum number of pins on one net before global-route repair | 35 |
| Critical-path cell list | ha_1 > or3b_2 > nor4b_1 > a41o_1 > nor2_1 |
| Final-layout setup total negative slack | 0 ps |
| Number of flip-flops and latches in the synthesized netlist | 77 |
| HPWL Detailed | roughly 3.6 mm |
| Fraction of synthesized cell area in xor and xnor cells | approximately 7.9% |
| Final clock period utilization by the worst path | 70.9% |
| Total power per unit cell area | ~530 nW/µm² |
| OpenROAD warning count | 32 |
| CTS tree | yes |
| Pre-antenna DRT Iters | 4 |
| Max FO, Critical Path | 13 |
| CTS clock-pin slew for the worst setup and hold paths | roughly 60 ps |
| Global-route wire length before repair | between 9 and 10 mm |
| Mean instance size in the synthesized netlist | around 11 µm² |
| Register with the highest flop count | rst_cnt |
| Cell at the root of the clock tree | sky130_fd_sc_hd__clkbuf_16 |
| Unrepaired setup endpoints after global routing | no |
| Fp util | 31.2% |
| Cell Type Count | 46 |
| Yosys stat chip area | 3430 µm² |
| Buffers plus inverters on the worst setup path | 0 |
| Final Hold Violating Endpoints | 0 |
| Worst path slowest cell | sky130_fd_sc_hd__a41o_1 |
| Worst EP arrival | around 2300 ps |
| Post-synthesis async set-or-reset flop share | 77.9% |
| Cell area after technology mapping | roughly 3400 µm² |
| Delay of the slowest cell on the worst path | 490 ps |
| Clock tree buffer depth | 2 |
| All-Layer GR Usage | roughly a tenth |
| Clock latency reported for the late side of the worst-skew pair | about 320 ps |
| Peak supply drop | 0.000302 V |
| Starting DRT DRC Count | ~62 |
| Sequential share of the synthesized area | between 50% and 60% |
| Count of input and output buffers | 2 |
| Setup violations, final | 0 |
| Total antenna diodes in the routed design | 0 |
| Proportion of netlist area held by the largest area contributor | 43.8% |
| Cell Count, Final, Fillers Out | 463 |
| AND/OR/NAND/NOR Cells, Area Fraction | 18.6% |
| Routability Congestion | a little over 0.8 |
| Buffers inserted during post-CTS setup optimization | 0 |
| DIE WIDTH | ~110 µm |
| Number of warnings printed during yosys synthesis | 3 |
| Core ar. | around 11,000 µm² |
| Hold crit path type | flop to async pin |
| Register-to-Register Path Depth | 5 |
| Number of placed instances, taps included | ~450 |
| Dominant cells by area after synthesis | sky130_fd_sc_hd__dfrtp_1 44%, sky130_fd_sc_hd__dfxtp_1 9.9%, sky130_fd_sc_hd__mux2_2 5.3% |
| Flip-flop count of the largest register after layout | 16 |
| Detail-routed via count per cell | 4.82 |
| Flip-flop cell with the highest count after synthesis | sky130_fd_sc_hd__dfrtp_1 |
| Crit path launch type | flop |
| Slew headroom | 59.4% |
| I/O pin count | 3 |
| Worst setup EP type | flop |
| Leakage power summed over all cells | 1.67 nW |
| Most instantiated cells after synthesis | 60 x sky130_fd_sc_hd__dfrtp_1, 33 x sky130_fd_sc_hd__nor2_1, 19 x sky130_fd_sc_hd__xor2_1 |
| Number of H-tree branching levels | 3 |
| Post-DRT Antenna Nets | 0 |
| Family of cells with the greatest summed delay on the critical path | simple AND/OR/NAND/NOR gates |
## cell type report
class,count,area [µm²]
tap,140,175
multi-input combinational,209,1470
clock buffer,9,225
sequential,77,1840
fill,1037,7090
timing repair buffer,6,50.0
inverter,15,56.3
clock inverter,7,66.3
## path summary, 6_finish.rpt
path                                       start                     end  slack, ps
max                        U_uart_rx.baud_cnt[0]  U_uart_rx.baud_cnt[10]        870
min                                sys_rst_n_reg    U_uart_rx.bit_cnt[0]        250
max reg2reg                U_uart_rx.baud_cnt[0]  U_uart_rx.baud_cnt[10]        870
min reg2reg                        sys_rst_n_reg    U_uart_rx.bit_cnt[0]        250
max in group asynchronous          sys_rst_n_reg    U_uart_rx.po_data[7]       1900
min in group clk0                U_uart_rx.rx_r1         U_uart_rx.rx_r2        350
## layout by cell type, fill, tap and decap left out, types with 5 or more instances in the layout
cell / count
sky130_fd_sc_hd__dfxtp_1: 16
sky130_fd_sc_hd__ha_1: 12
sky130_fd_sc_hd__xnor2_1: 12
sky130_fd_sc_hd__nor3_1: 9
sky130_fd_sc_hd__nor2_1: 33
sky130_fd_sc_hd__o21ai_0: 5
sky130_fd_sc_hd__nand2_1: 16
sky130_fd_sc_hd__xor2_1: 19
sky130_fd_sc_hd__mux2_2: 16
sky130_fd_sc_hd__nand3_1: 15
sky130_fd_sc_hd__nand4_1: 14
sky130_fd_sc_hd__clkbuf_16: 9
sky130_fd_sc_hd__inv_1: 15
sky130_fd_sc_hd__dfrtp_1: 60
## kinds of logic after synthesis
kind of cell	after synthesis
AND-OR/OR-AND	27
XOR/XNOR	31
adder cells (fa/ha/maj)	12
buffers and inverters	26
flip-flops	77
multiplexers	19
AND/OR/NAND/NOR	120
## stage by stage
step           utilization (%)  hold slack, ps  setup slack, ps  area (µm²)  total power (W)
2_1_floorplan                -             331             1020        3430          0.00106
3_3_place_gp              32.8             273              941        3600          0.00106
3_5_place_dp              32.8             275              900        3600          0.00106
4_1_cts                   35.4             284              857        3890          0.00211
5_1_grt                   35.4             320              664        3890          0.00215
6_report                  35.4             248              872        3890          0.00208
## worst reg2reg max path, cell delays in order (launching register included)
cell,delay [ps]
sky130_fd_sc_hd__dfrtp_1,360
sky130_fd_sc_hd__ha_1,310
sky130_fd_sc_hd__or3b_2,490
sky130_fd_sc_hd__nor4b_1,260
sky130_fd_sc_hd__a41o_1,490
sky130_fd_sc_hd__nor2_1,100
## where the power goes
group	internal (W)	switching [W]
clock	0.000638	0.000400
sequential	0.00104	0.000000715
combinational	0.00000121	0.000000479
total	0.00168	0.000401
## layer usage
layer	share of wire, %	track usage [%]	vias up
li1	-	-	1110
met1	51	16.2	1093
met2	45	15.5	21
met3	2.9	2.68	6
met4	1.2	1.06	0
met5	0	0	-
No activity file was given, so power comes from the tool's default toggle rates.
