**/design/flow/run.sh**
```bash
#!/bin/bash
# OpenROAD 26Q1-2900-gdf79404cd8, Yosys 0.63+post, stock flow scripts
make -C /OpenROAD-flow-scripts/flow DESIGN_CONFIG=/design/flow/config.mk WORK_HOME=/design/flow/orfs finish
```
**/design/flow/config.mk**
```make
export PLATFORM = sky130hd
export DESIGN_NAME = sdran_write
export DESIGN_NICKNAME = sdran_write
export VERILOG_FILES = /design/flow/design.v
export SDC_FILE = /design/flow/constraint.sdc
export NUM_CORES = 4
export LEC_CHECK = 1
export CORE_UTILIZATION = 40
```
**/design/flow/constraint.sdc**
```tcl
current_design sdran_write

set clk_period 2.9
set clk_io_pct 0.2

create_clock -name clk0 -period $clk_period [get_ports {sclk}]

set non_clock_inputs [all_inputs -no_clocks]
set_input_delay [expr $clk_period * $clk_io_pct] -clock clk0 $non_clock_inputs
set_output_delay [expr $clk_period * $clk_io_pct] -clock clk0 [all_outputs]
```
**/design/flow/design.v**
```verilog
module sdran_write(
			input					sclk				,
			input					s_rst_n			,
			input					wr_en			,
			output	wire				wr_req			,
			output	reg				flag_wr_end		,
			input					ref_req			,
			input					wr_trig			,
			output	reg	[ 3:0]		wr_cmd			,
			output	reg	[11:0]		wr_addr			,
			output	wire	 [ 1:0]		bank_addr		,
			output	reg	[15:0]		wr_data
);
localparam			S_IDLE		=		5'b0_0001	;
localparam			S_REQ		=		5'b0_0010	;
localparam			S_ACT		=		5'b0_0100	;
localparam			S_WR		=		5'b0_1000	;
localparam			S_PRE		=		5'b0_0000	;
localparam		CMD_AREF		=		4'b0001	;
localparam		CMD_NOP		=		4'b0111	;
localparam		CMD_PRE			=		4'b0010	;
localparam		CMD_ACT		=		4'b0011	;
localparam		CMD_WR			=		4'b0100	;
reg							flag_wr		;
reg		[ 4:0]				state			;
reg							flag_act_end	;
reg							flag_pre_end	;
reg							sd_row_end	;
reg		[ 1:0]				burst_cnt		;
reg		[ 1:0]				burst_cnt_t	;
reg							wr_data_end	;
reg		[ 3:0]				act_cnt		;
reg		[ 3:0]				break_cnt		;
reg		[ 6:0]				col_cnt		;
reg		[11:0]				row_addr		;
wire		[ 8:0]				col_addr		;
always @(posedge sclk or negedge s_rst_n) begin  
	if(s_rst_n == 1'b0)
		flag_wr	<=	1'b0;
	else if(wr_trig == 1'b1 && flag_wr == 1'b0)
		flag_wr	<=	1'b1;
	else if(wr_data_end == 1'b1)
		flag_wr	<=	1'b0;
end
always @(posedge sclk or negedge s_rst_n) begin  
	if(s_rst_n == 1'b0)
		burst_cnt	<=	'd0;
	else if(state == S_WR)
		burst_cnt		<=		burst_cnt + 1'b1;
	else
		burst_cnt		<=		'd0;
end
always @(posedge sclk) begin  
	burst_cnt_t	<=	 burst_cnt;
end
always @(posedge sclk or negedge s_rst_n) begin  
	if(s_rst_n == 1'b0)
		wr_data_end	<=	1'b0;
	else if(row_addr == 'd2 && col_addr == 'd511)
		wr_data_end	<=	1'b1;
	else
		wr_data_end	<=	1'b0;
end
always @(posedge sclk or negedge s_rst_n) begin  
	if(s_rst_n == 1'b0)
		col_cnt	<=	1'b0;
	else if(col_addr == 'd511)
		col_cnt	<=	1'b0;
	else if(burst_cnt_t == 'd3)
		col_cnt	<=	col_cnt + 1'b1;
end	
always @(*) begin  
	case(state)
		S_ACT:
				if(act_cnt == 'd0)
					wr_addr	<=	row_addr;
		S_WR:	wr_addr	<=	{3'b000,col_addr};
		S_PRE:	
				if(break_cnt == 'd0)
					wr_addr	<=	{12'b0100_0000_0000};
	endcase
end
always @(posedge sclk or negedge s_rst_n) begin
	if(s_rst_n == 1'b0)
		state		<=		S_IDLE;
	else case(state)
		S_IDLE:
				if(wr_trig == 1'b1)
					state		<=		S_REQ;
				else
					state		<=		S_IDLE;
		S_REQ:
				if(wr_en == 1'b1)
					state		<=		S_ACT;
				else
					state		<=		S_REQ;
		S_ACT:
				if(flag_act_end == 1'b1)
					state		<=		S_WR;
				else 
					state		<=		S_ACT;
		S_WR:
				if(wr_data_end == 1'b1)
					state		<=		S_PRE;
				else if(ref_req == 1'b1 && burst_cnt_t == 'd2 && flag_wr == 1'b1)
					state		<=		S_PRE;
				else if(sd_row_end == 1'b1 && flag_wr == 1'b1)
					state 	<=		S_PRE;
		S_PRE:
				if(flag_pre_end == 1'b1 && flag_wr == 1'b1)
					state		<=		S_ACT;
				else if(ref_req == 1'b1 && flag_wr == 1'b1)
					state		<=		S_REQ;
				else if(wr_data_end== 1'b1)
					state 	<=		S_IDLE;
		default:
				state		<=		S_IDLE;
		endcase
end
always @(posedge sclk or negedge s_rst_n) begin  
	if(s_rst_n == 1'b0)
		flag_act_end		<=		1'b0;
	else if(act_cnt == 'd3)
		flag_act_end		<=		1'b1;
	else
		flag_act_end		<=		1'b0;
end
always @(posedge sclk or negedge s_rst_n) begin  
	if(s_rst_n == 1'b0)
		act_cnt		<=		1'b0;
	else if(state == S_ACT)
		act_cnt		<=		act_cnt + 1'b1;
	else
		act_cnt		<=		1'b0;
end
always @(posedge sclk or negedge s_rst_n) begin  
	if(s_rst_n == 1'b0)
		break_cnt		<=		1'b0;
	else if(state == S_PRE)
		break_cnt		<=		break_cnt + 1'b1;
	else
		break_cnt		<=		1'b0;	
end		
always @(posedge sclk or negedge s_rst_n) begin  
	if(s_rst_n == 1'b0)
		flag_pre_end		<=		1'b0;
	else if(break_cnt == 'd3)
		flag_pre_end		<=		1'b1;
	else
		flag_pre_end		<=		1'b0;
end
always @(posedge sclk or negedge s_rst_n) begin  
	if(s_rst_n == 1'b0)
		sd_row_end		<=		1'b0;
	else if(col_addr == 'd509)
		sd_row_end		<=		1'b1;
	else
		sd_row_end		<=		1'b0;
end
always @(posedge sclk or negedge s_rst_n) begin  
	if(s_rst_n == 1'b0)
		flag_wr_end		<=		1'b0;
	else if((state == S_PRE && ref_req == 1'b1) ||  
		state == S_PRE && wr_data_end == 1'b1)		
		flag_wr_end		<=		1'b1;
	else
		flag_wr_end		<=		1'b0;
end
always @(posedge sclk or negedge s_rst_n) begin  
	if(s_rst_n == 1'b0)
		row_addr		<=		1'b0;
	else if(sd_row_end == 1'b1)
		row_addr		<=	row_addr + 1'b1;
end
always @(posedge sclk or negedge s_rst_n) begin  
	if(s_rst_n == 1'b0)
		wr_cmd		<=		CMD_NOP;
	else case(state)
		S_ACT:
				if(act_cnt == 'd0)
					wr_cmd		<=		CMD_ACT;
				else
					wr_cmd		<=		CMD_NOP;
		S_WR:
				if(burst_cnt == 'd0)
					wr_cmd		<=		CMD_WR;
				else
					wr_cmd		<=		CMD_NOP;
		S_PRE:
				if(break_cnt == 'd0)
					wr_cmd		<=		CMD_PRE;
				else
					wr_cmd		<=		CMD_NOP;
		default:
				wr_cmd		<=		CMD_NOP;
	endcase
end
always @(*) begin
	case(burst_cnt_t)
		0:		wr_data	<=		'd3;
		1:		wr_data	<=		'd5;
		2:		wr_data	<=		'd7;
		3:		wr_data	<=		'd9;
	endcase
end
assign bank_addr		=		2'b00;
assign col_addr		=		{col_cnt, burst_cnt_t};
assign wr_req			=		state[1];
endmodule
```
==> impl_metrics.sql <==
-- physical implementation figures
INSERT INTO impl_metrics (metric_group, metric, value, unit) VALUES
('global_route', 'global_route.overflow_total', '0', ''),
('global_route', 'vias_in_the_first_global_route', '1535', ''),
('logic_synthesis', 'yosys-stat-area', '2440', 'µm²'),
('placed_design', 'gp_routability_congestion', '0.805', ''),
('logic_synthesis', 'synth.ff_latch_count', '56', ''),
('critical_path', 'critPathTopFamily', 'buffers and inverters', ''),
('timing', 'tightest_slew', '0.727', 'ns'),
('critical_path', 'worst_path_largest_cell_delay', '0.41', 'ns'),
('critical_path', 'worstPathBufferInverterCount', '2', ''),
('floorplan', 'die.size.y', '80.1', 'µm'),
('layout', 'final-comb-area', '1020', 'µm²'),
('logic_synthesis', 'post_synth_most_frequent_cells', 'sky130_fd_sc_hd__dfrtp_1 (38), sky130_fd_sc_hd__nor2_1 (24), sky130_fd_sc_hd__nand2_1 (20)', ''),
('routing', '1st_pass_router_iterations', '4', ''),
('layout', 'layout.area.seq', '1280', 'µm²'),
('placed_design', 'place_worst_setup_slack', '0.953', 'ns'),
('timing', 'layout_worst_path_cycle_share', '78.5', '%'),
('routing', 'via_per_inst', '4.93', ''),
('power', 'power_density_of_the_placed_cells', '570', 'nW/µm²'),
('hold_path', 'min-delay-path-class', 'in -> async', ''),
('routing', 'ant_nets', '0', ''),
('timing', 'finalSetupTns', '0', 'ns'),
('placed_design', 'detailed_place_hpwl', '3.10', 'mm'),
('timing', 'final_hold_viol_count', '0', ''),
('critical_path', 'setup.worst_path.start_class', 'flip-flop', ''),
('layout', 'num-fill-cells', '552', ''),
('floorplan', 'core.rowCount', '28', ''),
('timing', 'fin_ws', '0.624', 'ns'),
('routing', 'routed-via-count', '1658', ''),
('placed_design', 'port_buffers', '24', ''),
('critical_path', 'critPathSlowestCell', 'sky130_fd_sc_hd__clkdlybuf4s50_1', ''),
('timing', 'finalClockSkew', '0.00536', 'ns'),
('logic_synthesis', 'synth_largest_type_area_fraction', '38.9', '%'),
('power', 'leakage', '1.26', 'nW'),
('clocking', 'clk_pin_slew_worst_paths', '0.08', 'ns'),
('timing', 'max_freq', '0.439', 'GHz'),
('timing', 'untimed_endpoints', '24', ''),
('outcome', 'status', 'finished clean', ''),
('clocking', 'tritoncts_clock_tree', 'built', ''),
('logic_synthesis', 'synth-cells-yosys', '239', ''),
('critical_path', 'cp_data_arrival_time', '1.70', 'ns'),
('critical_path', 'critPathMaxFanout', '3', ''),
('power', 'power', '0.00157', 'W'),
('global_route', 'grt_max_degree', '34', ''),
('logic_synthesis', 'area_contributors_post_synth', 'sky130_fd_sc_hd__dfrtp_1 (39%), sky130_fd_sc_hd__dlxtn_1 (7.4%), sky130_fd_sc_hd__ha_1 (6.1%)', ''),
('logic_synthesis', 'netlist-cell-type-count', '40', ''),
('routing', 'postRouteWirelength', '4.36', 'mm'),
('routing', 'detail_route.drc_violations', '0', ''),
('floorplan', 'floorplan.core_util', '41.3', '%'),
('floorplan', 'floorplan.die_area', '6420', 'µm²'),
('clocking', 'h-tree-depth', '2', ''),
('global_route', 'antenna_found_initial', '0', ''),
('logic_synthesis', 'ys_dominant_reg_cell', 'sky130_fd_sc_hd__dfrtp_1', ''),
('critical_path', 'path_cells', 'inv_1 -> ha_1 -> or2_2 -> clkdlybuf4s50_1', ''),
('layout', 'post_route_cells_drive_above_1_share', '6.51', '%'),
('floorplan', 'pin_count', '41', ''),
('clocking', 'cts-root-buf', 'sky130_fd_sc_hd__clkbuf_8', ''),
('timing', 'maxSlewHeadroom', '51.5', '%'),
('clocking', 'clk_latency', '0.29', 'ns'),
('job', 'max-cap-violations', '0', ''),
('clocking', 'cts_post_setup_buffers_inserted', '0', ''),
('layout', 'area_growth_syn_to_fin', '12.4', '%'),
('timing', 'unclocked_regs', '12', ''),
('clocking', 'cts_max_path_buffers', '2', ''),
('global_route', 'grt_usage', '15.2', '%'),
('floorplan', 'standard_cell_core_area', '5920', 'µm²'),
('logic_synthesis', 'syn-mean-instance-area', '10.2', 'µm²'),
('timing', 'layout_min_cycle_time', '2.28', 'ns'),
('job', 'log.warning_count', '31', ''),
('floorplan', 'die.size.x', '80.1', 'µm'),
('logic_synthesis', 'post_synth_inst_count', '239', '');
-- cell type report --
type | instances | share of cell area, %
Clock buffer | 7 | 2.78
Multi-Input combinational cell | 163 | 37.1
Sequential cell | 56 | 46.5
Inverter | 9 | 1.23
Clock inverter | 1 | 0.182
Tap cell | 75 | 3.42
Timing Repair Buffer | 25 | 8.84
-- path summary, 6_finish.rpt --
kind	from	slack (ns)	endpoint	depth (start not counted)
setup / recovery	burst_cnt_t[0]	0.62	wr_data[1]	4
hold / removal	s_rst_n	0.34	act_cnt[3]	1
setup reg to reg	state[2]	1.10	state[1]	3
hold reg to reg	burst_cnt[1]	0.39	burst_cnt_t[1]	0
max in group asynchronous	s_rst_n	1.93	burst_cnt[1]	2
min in group clk0	burst_cnt[1]	0.39	burst_cnt_t[1]	0
-- cells by family (layout without fill, tap and decap cells) --
| group | after synthesis | in the layout | synth area share [%] |
|---|---|---|---|
| AND-OR/OR-AND | 25 | 25 | 7.33 |
| XOR/XNOR | 19 | 19 | 6.81 |
| adder cells (fa/ha/maj) | 12 | 12 | 6.15 |
| buffers and inverters | 34 | 42 | 8.25 |
| flip-flops | 44 | 44 | 44.9 |
| latches | 12 | 12 | 7.38 |
| multiplexers | 3 | 3 | 1.33 |
| other | 2 | 16 | 0.307 |
| AND/OR/NAND/NOR | 88 | 88 | 17.6 |
-- through the flow --
| stage | cells | utilization [%] | instance area, µm² | hold slack (ns) |
|---|---|---|---|---|
| 2_1_floorplan | 253 | - | 2490 | 0.284 |
| 3_3_place_gp | 328 | 45.0 | 2660 | 0.370 |
| 3_5_place_dp | 328 | 45.0 | 2660 | 0.371 |
| 4_1_cts | 336 | 46.4 | 2750 | 0.365 |
| 5_1_grt | 336 | 46.4 | 2750 | 0.398 |
| 6_report | 336 | 46.4 | 2750 | 0.345 |
-- flip-flops by register name, summed over array words and instances, names as in the netlist --
name,count
act_cnt,4
break_cnt,4
burst_cnt,2
burst_cnt_t,2
col_cnt,7
flag_act_end,1
flag_pre_end,1
flag_wr,1
flag_wr_end,1
row_addr,12
sd_row_end,1
state,4
wr_addr,12
wr_cmd,3
wr_data_end,1
-- where the power goes --
group	internal [W]	leakage, nW	switching [W]
Clock	0.000169	0.0422	0.000197
Sequential	0.000765	0.671	0.0000819
Combinational	0.000151	0.542	0.000201
Total	0.00109	1.26	0.000480
-- cell usage in the layout (no fill, tap or decap), types with 3 or more instances in the layout --
master | synthesis | routed
sky130_fd_sc_hd__and3_1 | 3 | 3
sky130_fd_sc_hd__dfrtp_1 | 38 | 38
sky130_fd_sc_hd__ha_1 | 12 | 12
sky130_fd_sc_hd__nor2_1 | 24 | 24
sky130_fd_sc_hd__conb_1 | 2 | 16
sky130_fd_sc_hd__nand4_1 | 7 | 7
sky130_fd_sc_hd__o21ai_0 | 4 | 4
sky130_fd_sc_hd__dlxtn_1 | 12 | 12
sky130_fd_sc_hd__nand3_1 | 11 | 11
sky130_fd_sc_hd__xnor2_1 | 11 | 11
sky130_fd_sc_hd__clkdlybuf4s50_1 | 0 | 23
sky130_fd_sc_hd__xor2_1 | 8 | 8
sky130_fd_sc_hd__and2_1 | 4 | 4
sky130_fd_sc_hd__nor3_1 | 7 | 7
sky130_fd_sc_hd__inv_1 | 9 | 9
sky130_fd_sc_hd__a22o_1 | 7 | 7
sky130_fd_sc_hd__dfstp_2 | 4 | 4
sky130_fd_sc_hd__a21oi_1 | 6 | 6
sky130_fd_sc_hd__nand2_1 | 20 | 20
sky130_fd_sc_hd__clkbuf_8 | 0 | 5
-- routing by layer --
layer	global-route usage [%]	share of wire (%)
met4	3.04	2.2
met1	25.3	53
met5	0	0
met3	2.88	3.5
met2	21.6	41
No activity file was given, so power comes from the tool's default toggle rates.
